$ cat flow/design.v
module memoria
	#(
		parameter N=16
	)
	(
		input wire w,rst,clk,
		input wire [3:0] select_register,
		input wire [N-1:0] s,
		output wire [N-1:0]r1,
		output wire [N-1:0]r2,
		output wire [N-1:0]r3,
		output wire [N-1:0]r4,
		output wire [N-1:0]r5,
		output wire [N-1:0]r6,
		output wire [N-1:0]r7,
		output wire [N-1:0]r8,
		output wire [N-1:0]r9,
		output wire [N-1:0]r10,
		output wire [N-1:0]r11,
		output wire [N-1:0]r12,
		output wire [N-1:0]r13,
		output wire [N-1:0]r14,
		output wire [N-1:0]r15,
		output wire [N-1:0]r16
	);
	reg [15:0]reg1;
	reg [15:0]reg2;
	reg [15:0]reg3;
	reg [15:0]reg4;
	reg [15:0]reg5;
	reg [15:0]reg6;
	reg [15:0]reg7;
	reg [15:0]reg8;
	reg [15:0]reg9;
	reg [15:0]reg10;
	reg [15:0]reg11;
	reg [15:0]reg12;
	reg [15:0]reg13;
	reg [15:0]reg14;
	reg [15:0]reg15;
	reg [15:0]reg16;
	always @(posedge rst, posedge clk)
	begin
		if (rst) begin
			reg1 = 16'b0000000001000010;
			reg2 = 16'b0000000000100001;
			reg3 = 16'b0000000000001101;
			reg4 = 16'b0000000000000111;
			reg5 = 16'b0000000000000010;
			reg6 = 16'b0000000000000000;
			reg7 = 16'b0000000000100101;
			reg8 = 16'b0000000000000000;
			reg9 = 16'b0000000000000000;
			reg10 = 16'b0000010000000100;
			reg11 = 16'b0000000000000100;
			reg12 = 16'b0000000000000100;
			reg13 = 16'b0000000000000100;
			reg14 = 16'b1000000000000100;
			reg15 = 16'b1010001000000100;
			reg16 = 16'b1000000000000100;
		end
		else if (w) begin
			case(select_register)
				4'b0000:reg1 = s;
				4'b0001:reg2 = s;
				4'b0010:reg3 = s;
				4'b0011:reg4 = s;
				4'b0100:reg5 = s;
				4'b0101:reg6 = s;
				4'b0110:reg7 = s;
				4'b0111:reg8 = s;
				4'b1000:reg9 = s;
				4'b1001:reg10 = s;
				4'b1010:reg11 = s;
				4'b1011:reg12 = s;
				4'b1100:reg13 = s;
				4'b1101:reg14 = s;
				4'b1110:reg15 = s;
				4'b1111:reg16 = s;
			endcase
		end
	end
	assign r1 =		reg1;
	assign r2 =		reg2;
	assign r3 =		reg3;
	assign r4 =		reg4;
	assign r5 =		reg5;
	assign r6 =		reg6;
	assign r7 =		reg7;
	assign r8 =		reg8;
	assign r9 =		reg9;
	assign r10 =	reg10;
	assign r11 =	reg11;
	assign r12 =	reg12;
	assign r13 =	reg13;
	assign r14 =	reg14;
	assign r15 =	reg15;
	assign r16 =	reg16;
endmodule
$ cat flow/run.sh
#!/bin/bash
# OpenROAD 26Q1-2900-gdf79404cd8, Yosys 0.63+post, stock flow scripts
make -C /OpenROAD-flow-scripts/flow DESIGN_CONFIG=/design/flow/config.mk WORK_HOME=/design/flow/orfs finish
$ cat flow/config.mk
export PLATFORM = sky130hd
export DESIGN_NAME = memoria
export DESIGN_NICKNAME = memoria
export VERILOG_FILES = /design/flow/design.v
export SDC_FILE = /design/flow/constraint.sdc
export NUM_CORES = 4
export LEC_CHECK = 1
export CORE_UTILIZATION = 50
$ cat flow/constraint.sdc
current_design memoria

set clk_period 1.1
set clk_io_pct 0.2

create_clock -name clk0 -period $clk_period [get_ports {clk}]

set non_clock_inputs [all_inputs -no_clocks]
set_input_delay [expr $clk_period * $clk_io_pct] -clock clk0 $non_clock_inputs
set_output_delay [expr $clk_period * $clk_io_pct] -clock clk0 [all_outputs]
==> qor.yml <==
clocking:
  cts_tree: "done"
  clock_latency_ps: 520
  path_clk_slew_ps: 60
  clock_path_buffers: 3
  cts_buffers: 26
  clock_sinks: 256
  clockRootBuffer: "clkbuf_16"
  postCtsHoldBufs: 0
  htree_levels: 1
yosys:
  ys_types: 22
  synth_flops: 256
  syn_area_sq_mm: 0.00976
  yosys_cells: 573
  avgSynthCellArea_sq_um: 17.0
  synth_chip_area_sq_mm: 0.00976
  postSynthSeqShare_pct: 66.0
  ys_warn_count: 1
  syn-instance-count: 573
setup_path:
  critPathMaxStageDelay_ps: 540
  r2r_cells: 3
  r2r_slack_ps: 80
  r2r_end: "reg8[7]"
  worstPathBufferInverterCount: 1
  crit_chain: "buf_6"
  critPathLaunch: "reg10[10]"
  crit_fanout: 2
  start_kind: "register"
  crit_family: "flip-flops"
  end_kind: "output port"
  endpoint: "r10[10]"
  required_ps: 880
  crit_cells: 1
  r2r-start: "reg8[7]"
  crit_slowest_cell: "dfstp_2"
  path_class: "register to output port"
  cp.arrival_ps: 1150
routing:
  vias: 6710
  drt_iter0_drc: 136
  drc_errors: 0
  num_antenna_cells: 0
  via_per_inst: 5.06
  detail_route.wl_per_cell_um: 20.8
  firstDrtPassIters: 6
  drt_wl_total_um: 27600
  drtAntennaViolNets: 0
layout:
  final_cells: 1325
  drive_gt1_share_pct: 75.8
  area_growth_pct: 51.5
  fillers: 1131
place:
  dp_cells: 1146
  place_hpwl_um: 18100
  portBuffers: 278
  pre_cts_slack_ps: -940
  gp_congestion: 0.837
sta:
  setup_ws_ps: -274
  final-setup-viol-count: 256
  skew_ps: 0
  fin_crit_sh_pct: 125
  slew_headroom_pct: 76.5
  finalCriticalPeriod_ps: 1370
  whs_ps: 155
  tightest_slew_ps: 353
  fin_tns_setup_ps: -37180
  drv_slew: 0
  grt_setup_unrepaired: "true"
  max_freq_mhz: 728
  hold_viol: 0
global_route:
  grt_pass1_vias: 7145
  antenna_found_initial: 0
  grt_max_degree: 66
  grt_pass1_wl_um: 42400
  groute.usage.overall_pct: 29.7
  grt_overflow: 0
die:
  core.rowCount: 50
  die_height_um: 142
  fp.dieW_um: 142
  chip_area_sq_mm: 0.0201
  ios: 279
  core_area_sq_mm: 0.0189
  fp-utilization_pct: 51.6
run_status:
  status: "finished, violations left"
  violations: "setup timing"
pwr:
  p_leak_uw: 0.00749
  ir_drop_v: 0.00165
  pwr_density_cell_mw_per_mm2: 1970
  report.power.total_uw: 29100
flow_run:
  tool_warnings: 29
  maxCapViolations: 0
min_path:
  min_path_type: "primary input to asynchronous set/reset pin"
[stage by stage]
stage	cell area, sq um	util [%]
2_1_floorplan	10400	-
3_3_place_gp	14100	74.9
3_5_place_dp	14100	74.9
4_1_cts	14500	76.5
5_1_grt	14800	78.3
6_report	14800	78.3
[Yosys cell counts]
library cell,count,area (sq um)
nand3b_4,1,20.0
mux2_4,10,150
buf_12,1,20.0
nand3b_1,1,7.51
nand2_2,1,6.26
dfrtp_1,229,5730
nand3b_2,2,22.5
buf_4,5,37.5
or3_1,2,12.5
inv_1,1,3.75
nand2b_1,3,18.8
nor3b_2,1,12.5
clkbuf_1,16,60.1
mux2_2,246,2770
nor2_2,9,56.3
and2b_1,1,7.51
dfstp_2,27,709
nor2_1,1,3.75
buf_6,4,45.0
nand2_1,1,3.75
nand3_2,1,10.0
buf_2,10,50.1
[final cells by class]
cell class,count,area (sq um),area share [%]
Clock inverter,5,52.6,0.355
Sequential cell,256,6440,43.6
Timing Repair Buffer,478,3420,23.1
Inverter,1,7.51,0.0508
Tap cell,260,325,2.20
Multi-Input combinational cell,282,3710,25.1
Clock buffer,43,826,5.59
[timing repair]
item                                    in CTS  in global routing
pin swaps                                    3                  1
buffers inserted                            87                 42
endpoints found under the setup margin     512                266
gates cloned                                 2                  0
gates resized                              842                  3
[layout by cell type, fill, tap and decap left out]
master           instances
clkbuf_8                 9
clkdlybuf4s15_2          2
or3_1                    2
mux2_4                 135
dfstp_2                 27
nand3_4                  1
buf_2                  253
dfrtp_1                229
clkdlybuf4s15_1          1
clkbuf_1                 7
clkinvlp_4               2
clkdlybuf4s50_1         17
nor2_2                   1
and2b_1                  1
bufinv_16                1
buf_12                  31
nor2_4                   9
mux2_2                 121
nor3b_4                  1
clkbuf_16               27
buf_4                  168
nand2b_4                 3
clkinv_2                 3
buf_6                    6
nand3b_1                 1
nand2_2                  2
nand3b_4                 5
[power by group]
group | internal [uW] | switching [uW]
Sequential | 11800 | 1240
Combinational | 5250 | 2060
Clock | 5330 | 3460
[worst reg2reg max path, stage by stage, from the launching register on]
cell and delay, ps:
dfrtp_1 390, buf_4 140, buf_4 120, mux2_4 250
[cell families after synthesis]
family	synth area share [%]
mux	29.9
flops	66.0
buf+inv	2.22
simple gates	1.86
[how the worst min path moves through the flow]
stage	endpoint	slack [ps]	depth (start not counted)
finish	reg3[5]	160	3
global route	reg3[5]	170	3
CTS	reg3[5]	150	3
[metal layers]
metal | GRT usage [%] | share of wire [%] | vias to the layer above
met5 | 0 | 0 | -
met4 | 6.11 | 2.3 | 0
met3 | 9.25 | 8.2 | 38
met2 | 44.7 | 47 | 250
met1 | 45.7 | 42 | 3469
li1 | - | - | 2953
Power and IR drop assume default switching activity.
